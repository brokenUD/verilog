<file path="design.v">
module sigma_16p (clk,
                  res,
                  data_in,
                  syn_in,
                  data_out,
                  syn_out);
    input clk;
    input res;
    input[7:0] data_in;   
    input syn_in;         
    output[11:0] data_out;   
    output syn_out;          
    reg syn_in_n1;  
    wire syn_pulse;  
    assign syn_pulse = syn_in&syn_in_n1;
    reg[3:0] con_syn;
    wire[7:0] comp_8;  
    wire[11:0] d_12;   
    assign comp_8 = data_in[7]?{data_in[7], ~data_in[6:0]+1'b1}:data_in;   
    assign d_12   = {comp_8[7],comp_8[7],comp_8[7],comp_8[7],comp_8};
    reg[11:0] sigma;   
    reg[11:0] data_out;
    reg syn_out;
    always @(posedge clk or negedge res) begin
        if (~res)begin
            syn_in_n1 <= 0;con_syn <= 0;sigma <= 0;syn_out <= 0;data_out <= 0;
        end
        else begin
            syn_in_n1 <= ~syn_in;   
            if (syn_pulse)begin
                con_syn <= con_syn +1;
            end
                if (syn_pulse)begin
                    if (con_syn == 15)begin
                        sigma    <= d_12;
                        data_out <= sigma;
                        syn_out  <= 1;
                    end
                    else begin
                        sigma <= sigma+d_12;
                    end
                end
                else begin
                    syn_out <= 0;
                end
        end
    end
endmodule  
</file>
<file path="run.sh">
#!/bin/bash
# OpenROAD 26Q1-2900-gdf79404cd8, Yosys 0.63+post, stock flow scripts
make -C /OpenROAD-flow-scripts/flow DESIGN_CONFIG=/design/flow/config.mk WORK_HOME=/design/flow/orfs finish
</file>
<file path="config.mk">
export PLATFORM = sky130hd
export DESIGN_NAME = sigma_16p
export DESIGN_NICKNAME = sigma_16p
export VERILOG_FILES = /design/flow/design.v
export SDC_FILE = /design/flow/constraint.sdc
export NUM_CORES = 4
export LEC_CHECK = 1
export CORE_AREA = 10 10 109 109
export DIE_AREA = 0 0 119 119
</file>
<file path="constraint.sdc">
current_design sigma_16p

set clk_period 3.8
set clk_io_pct 0.2

create_clock -name clk0 -period $clk_period [get_ports {clk}]

set non_clock_inputs [all_inputs -no_clocks]
set_input_delay [expr $clk_period * $clk_io_pct] -clock clk0 $non_clock_inputs
set_output_delay [expr $clk_period * $clk_io_pct] -clock clk0 [all_outputs]
</file>
==> out/qor.csv <==
metric,value,unit
outcome,"finished, final reports clean",
portBuffers,23,
drive_gt1_share,15.11,%
min_period,3.540,ns
crit_path_end_kind,register,
cts_root_buf,clkbuf_8,
hold_class,reg -> reg,
dpl_cell_area,2321,sq um
ys_cells,196,
die_w,119,microns
rr_startpoint,sigma[0],
fin_util,25.21,%
cts.sinks,30,
rrSetupSlack,1.46,ns
via_per_inst,4.427,
whs_endpoint,con_syn[3],
flop_area,750.7,sq um
clkTransAtPathRegs,0.07,ns
critPathMaxFanout,5,
max_freq,282.5,MHz
hold_depth,1,
openroad.warnings,26,
synth_seq_share,39.16,%
nFillCells,1046,
row_count,36,
final_cell_mix,"dfrtp_1 (30), clkdlybuf4s50_1 (23), nand2_1 (22)",
stdcell_area,2430,sq um
finalSetupViolCount,0,
maxSlewHeadroom,54.63,%
n_antenna_cell,0,
cts_htree_levels,2,
cts_setup_buffers,0,
final_common_cell,dfrtp_1,
worstReg2RegEnd,sigma[8],
gr-total-overflow,0,
critPathLaunchType,input port,
tritoncts,done,
post-dp-hpwl,3.447,mm
p_leak,1.049,nW
finalHoldViolCount,0,
synth.yosys.warnings,1,
power.total,0.001620,W
rsz0062_at_grt,no,
chip_area,14160,sq um
tightest_slew,0.6806,ns
die-height,119,microns
wire_per_inst,13.27,microns
drtAntennaViolNets,0,
gp_congestion,0.8671,
logic_area,1121,sq um
syn2layout_area_growth,26.76,%
io_pins,24,
grt_usage,6.743,%
slew_viol_final,0,
core,9639,sq um
antenna_found_initial,0,
worst-endpoint-arrival,3.69,ns
cts-buffers-inserted,5,
r2r_cells,7,
peakVddDrop,0.1948,mV
syn_area,1917,sq um
grt_pass1_wl,7.983,mm
drt_first_iter_violations,71,
syn_inst,196,
worst_clock_skew,0.006307,ns
drt_pass1_iterations,4,
drc,0,
clk_latency,0.28,ns
routed_wl,4.750,mm
yosys-stat-area,1917,sq um
fin_crit_sh,93.15,%
hp-start,con_syn[3],
worstPathRequired,3.95,ns
maxCapViolations,0,
crit_type,in -> reg,
fp_util,19.89,%
cts_buffer_depth,2,
ctsHoldBuffers,0,
grt_max_degree,31,
grt_pass1_vias,1546,
ys_types,45,
avgSynthCellArea,9.780,sq um
synth_flop_count,30,
power.density,666.5,nW/um^2
vias,1585,
cts_resized,0,
setup_tns,0,ns
## state kept, by name, indices dropped and copies added (netlist names)
signal,count
data_out,12
sigma,12
con_syn,4
syn_in_n1,1
syn_out,1
## cell type report
class / instances / area share [%]
clock buffers: 5 / 2.832
well taps: 133 / 6.849
clock inverters: 3 / 1.648
flip-flops and latches: 30 / 30.90
inverters: 4 / 0.6179
repair buffers: 28 / 11.02
multi-input cells: 155 / 46.14
## worst max-delay path by stage
stage,start,end,cells after the start
finish,data_in[1],sigma[11],12
global route,data_in[1],sigma[11],12
CTS,data_in[1],sigma[11],12
## kinds of logic after synthesis
logic type      Yosys count  share of synthesized area (%)
fa+ha+maj                15                          10.18
xor+xnor                 13                          5.940
flops                    30                          39.16
mux                      14                          8.159
buf+inv                  11                          2.349
compound gates           55                          18.93
simple gates             58                          15.28
## cell usage after synthesis
library cell | instances | share of area (%)
clkbuf_1 | 4 | 0.78
nand2_1 | 22 | 4.3
a31oi_1 | 5 | 1.6
nand2b_1 | 1 | 0.33
o211a_1 | 1 | 0.52
mux2_2 | 13 | 7.6
a311oi_1 | 1 | 0.46
buf_2 | 3 | 0.78
fa_1 | 1 | 1.0
o311ai_0 | 1 | 0.46
inv_1 | 4 | 0.78
nor4b_1 | 1 | 0.46
nor2_1 | 13 | 2.5
a22oi_1 | 1 | 0.39
o21ai_0 | 11 | 2.9
a31o_2 | 1 | 0.46
nor3_4 | 1 | 0.85
a21o_2 | 1 | 0.46
nor3b_1 | 2 | 0.78
mux2i_1 | 1 | 0.52
a2111oi_0 | 1 | 0.46
nand3_1 | 5 | 1.3
a21o_1 | 5 | 2.0
a21oi_1 | 15 | 3.9
dfrtp_1 | 30 | 39
xor2_1 | 2 | 0.91
o211ai_2 | 1 | 0.65
or3b_1 | 2 | 0.91
and3_1 | 2 | 0.65
o21ai_2 | 2 | 0.91
nor3_1 | 3 | 0.78
nand4_1 | 1 | 0.33
o21bai_1 | 1 | 0.39
or3_2 | 1 | 0.39
and2_1 | 1 | 0.33
xnor2_1 | 11 | 5.0
nand3b_1 | 1 | 0.39
or4b_1 | 1 | 0.52
o31ai_1 | 3 | 1.2
ha_1 | 14 | 9.1
o211ai_1 | 1 | 0.39
o21a_1 | 2 | 0.78
a211oi_1 | 1 | 0.39
a211oi_2 | 1 | 0.65
or4_1 | 1 | 0.39
## per-layer routing
metal | track usage, % | part of all wire (%) | vias up
li1 | - | - | 779
met2 | 9.544 | 41 | 41
met4 | 1.298 | 1.4 | 0
met3 | 2.014 | 5.6 | 11
met1 | 9.997 | 52 | 754
met5 | 0 | 0 | -
## per-stage QoR
stage               setup slack [ns]  hold slack [ns]  instances
floorplan                     0.6080           0.4415        196
global placement             0.02584           0.4776        350
detailed placement          -0.01692           0.4815        350
CTS                           0.2772           0.4961        358
global route                 0.03813           0.5362        358
finish                        0.2602           0.4898        358
## critical path: stages
cell and delay [ns]:
clkdlybuf4s50_1 0.44, inv_1 0.08, ha_1 0.16, or3b_1 0.39, o31ai_1 0.26, xnor2_1 0.18
ha_1 0.29, a21oi_1 0.19, o21ai_2 0.11, o211ai_1 0.22, a2111oi_0 0.14, or4b_1 0.48
## report_power, final
group          switching, W  total [W]  internal, W
combinational      0.000379   0.000771     0.000392
clock              0.000123   0.000316     0.000193
sequential        0.0000977   0.000533     0.000435
