## flow/design.v

```verilog
module counter (clk,
                res,
                y);
    input clk;
    input res;
    output[7:0] y;
    reg[7:0] y;
    always @(posedge clk or negedge res) begin
        if (~res)begin
            y <= 0;
        end
        else begin
            y <= y+1;
        end
    end
endmodule  
```

## flow/run.sh

```bash
#!/bin/bash
# OpenROAD 26Q1-2900-gdf79404cd8, Yosys 0.63+post, stock flow scripts
make -C /OpenROAD-flow-scripts/flow DESIGN_CONFIG=/design/flow/config.mk WORK_HOME=/design/flow/orfs finish
```

## flow/config.mk

```make
export PLATFORM = sky130hd
export DESIGN_NAME = counter
export DESIGN_NICKNAME = counter
export VERILOG_FILES = /design/flow/design.v
export SDC_FILE = /design/flow/constraint.sdc
export NUM_CORES = 4
export LEC_CHECK = 1
export CORE_AREA = 10 10 70 70
export DIE_AREA = 0 0 80 80
```

## flow/constraint.sdc

```tcl
current_design counter

set clk_period 1.3
set clk_io_pct 0.2

create_clock -name clk0 -period $clk_period [get_ports {clk}]

set non_clock_inputs [all_inputs -no_clocks]
set_input_delay [expr $clk_period * $clk_io_pct] -clock clk0 $non_clock_inputs
set_output_delay [expr $clk_period * $clk_io_pct] -clock clk0 [all_outputs]
```

==> qor_table.md <==
| Result | Value |
|:---|:---|
| Flops out of synthesis | 8 |
| Count of tool warnings | 25 |
| Overall fraction of global-route tracks in use | 0.0282 |
| Core footprint | 3420 sq um |
| Number of top-level pins | 10 |
| CTS sink cnt | 8 |
| Total Wirelength | 766 um |
| Post-route minimum period | 1140 ps |
| Total Die Area | 6400 sq um |
| Number of unique standard cell types used by synthesis | 11 |
| Width of the die | 80 um |
| DRC | 0 |
| Pin count of the biggest net entering global routing | 9 |
| Sw Ratio | 0.190 |
| Root buf cell | clkbuf_4 |
| Post-synth mux share | 0 |
| Number of global-route vias before repair | 279 |
| Average wire per standard cell | 8.51 um |
| Unrepaired setup endpoints after global routing | false |
| Post-DR vias/cell | 2.64 |
| Simple-Gate Area Share | 0.150 |
| Fin cells | 90 |
| Initial antenna violation count | 0 |
| Maximum clock rate | 880 MHz |
| Total vias in the final route | 238 |
| Fraction of the cycle the final worst path needs | 0.874 |
| Worst Path Buf+Inv | 1 |
| Final Hold Fails | 0 |
| FP Core Util | 0.0927 |
| Count of yosys warnings during synthesis | 1 |
| Required time at the endpoint of the critical path | 1040 ps |
| Late-Pin Clk Latency | 250 ps |
| Category of cells accounting for the largest share of critical-path delay | flip-flops |
| Cell count listed in synth_stat.txt | 24 |
| Clock skew after layout | 5.05 ps |
| Status | finished, final reports clean |
| Maximum fanout count along the critical path | 2 |
| Relative slew slack | 0.761 |
| Compound-gate portion of the synthesized area | 0 |
| Total antenna diodes in the routed design | 0 |
| Seq share, synth | 0.632 |
| Filler cell count | 403 |
| Highest cell delay on the worst timing path | 370 ps |
| Worst reg-to-reg setup slack | 230 ps |
| DR pass1 iterations | 3 |
| Syn Inst Count | 24 |
| Synthesis area per yosys | 317 sq um |
| Count of flip-flops with a built-in enable after synthesis | 0 |
| Number of setup violations in the final report | 0 |
| Clock tree from TritonCTS | built |
| Biggest registers after layout | y (8) |
| Crit start category | flip-flop |
| GRT overflow | 0 |
| Endpoint of the worst-slack reg-to-reg timing path | y[6] |
| Share of cells above drive strength 1 | 0.295 |
| Commonest flop | dfrtp_1 |
| Number of pins exceeding their max-slew limit in the final report | 0 |
| Critical path cell sequence | dlygate4sd2_1 |
| Top-area cell share | 0.632 |
| Area added between synthesis and finish | 69.6% |
| Largest register by flop count | y |
| Worst hold slack | 284 ps |
| Arrival time at the worst endpoint | 880 ps |
| Max-Cap Viols | 0 |
| Power Density | 822 nW/um^2 |
| Number of placed instances with taps included | 80 |
| CTS HTree Levels | 1 |
| Leak | 0.000263 uW |
| Part of the power in the clock network | 0.418 |
| Die Y-Extent | 80 um |
| Max VDD drop | 0.327 mV |
| Tightest Pin Transition | 357 ps |
| Average cell area after synthesis | 13.2 sq um |
| Final HPWL DP | 583 um |
| Critical path start-end classification | flip-flop to primary output |
| Global-route wire length before repair | 1.39 mm |
| Routed Antenna Nets | 0 |
| Starting DRT DRC Count | 23 |
| Clock tree buffer depth | 2 |
| Largest register FFs | 8 |
| Xor and xnor area share after synthesis | 0.166 |
| Main logic family | XOR/XNOR gates |
| Count of hold-fix buffers inserted at cts | 0 |
| IO Port Bufs | 9 |
| Standard cell with the maximum stage delay on the critical path | dfrtp_1 |
| Row count | 21 |
| Fraction of registers with async set/reset | 1.00 |
| Register-to-Register Path Depth | 4 |
| Routability cong. | 0.727 |
| Inserted Clock Buffers | 3 |
| Clock slew at reported path FFs | 50 ps |
| Reg power frac | 0.565 |
| RR Startpoint | y[0] |
| Worst hold path type | input port to asynchronous set/reset pin |
| Internal Power | 357 uW |
| Most instantiated cells after synthesis | 8 x dfrtp_1, 3 x xnor2_1, 3 x xor2_1, 2 x nand2_1, 2 x nand3_1 |
| CP Capture Type | primary output |
| Area contributors post-synth | dfrtp_1 63%, xnor2_1 8.3%, xor2_1 8.3%, ha_1 4.0%, nand3_1 3.2% |
| Post-route setup TNS | 0 ps |
| Fraction of power consumed by combinational cells | 0.016 |
| Fa+ha+maj area frac | 0.0395 |
| Most frequent cell after synthesis | dfrtp_1 |
| Largest area contributor in the synthesized netlist | dfrtp_1 |
| Sw Pwr | 83.8 uW |
| Post-synthesis cell area | 317 sq um |
-- power groups by stage --
stage	Clock [uW]	Sequential, uW	Combinational (uW)
4_1_cts	190	249	7.73
5_1_grt	215	249	8.40
6_report	185	249	7.22
-- worst max path at each step --
| stage | from | endpoint | cells past startpoint |
|---|---|---|---|
| 4_1_cts | y[6] | y[6] | 1 |
| 5_1_grt | y[2] | y[2] | 1 |
| 6_report | y[2] | y[2] | 1 |
-- layout by cell type (no fill, tap or decap) --
cell	count
nand2_1	2
dlygate4sd2_1	8
ha_1	1
inv_1	1
buf_4	8
dfrtp_1	8
nor3_2	1
nand3_1	2
nor2_1	1
and3_1	1
clkbuf_4	3
clkdlybuf4s50_1	1
nand3_2	1
xor2_1	3
xnor2_1	3
-- metal layers --
metal,part of all wire,up-vias,track usage,routed length (um)
met5,0,-,0,0
met4,0,0,0.00352,0
met3,0.18,0,0.0261,135
met2,0.33,13,0.0297,253
met1,0.49,105,0.0399,377
li1,-,120,-,-
-- worst reg2reg max path, stage by stage (launching register included) --
cell     delay (ps)
dfrtp_1         370
buf_4           140
ha_1            230
nand3_1         120
xnor2_1         120
-- what timing repair did --
| action | CTS | global route |
|---|---|---|
| gates resized | 8 | 0 |
| setup buffers | 7 | 0 |
| setup endpoints to repair | 8 | 0 |
-- kinds of logic (layout without fill, tap and decap cells) --
logic type	after synthesis	in the layout
xor+xnor	6	6
fa+ha+maj	1	1
buf+inv	1	21
flops	8	8
simple gates	8	8
-- stage by stage --
| step | utilization | power [uW] | setup slack [ps] | instance area [sq um] |
|---|---|---|---|---|
| 3_3_place_gp | 0.138 | 261 | 139 | 472 |
| 2_1_floorplan | - | 254 | 394 | 317 |
| 6_report | 0.157 | 441 | 164 | 537 |
| 5_1_grt | 0.157 | 473 | 102 | 537 |
| 4_1_cts | 0.157 | 447 | 147 | 537 |
| 3_5_place_dp | 0.138 | 261 | 126 | 472 |
-- final cells by class --
cell class	count	area [sq um]	area share
Clock buffer	3	22.5	0.0420
Inverter	1	3.75	0.00699
Multi-Input combinational cell	15	113	0.210
Sequential cell	8	200	0.373
Tap cell	46	57.6	0.107
Timing Repair Buffer	17	140	0.261
Power figures rest on the tool's default switching activity, not on a simulated workload.
