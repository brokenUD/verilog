File: /design/flow/run.sh
#!/bin/bash
# OpenROAD 26Q1-2900-gdf79404cd8, Yosys 0.63+post, stock flow scripts
make -C /OpenROAD-flow-scripts/flow DESIGN_CONFIG=/design/flow/config.mk WORK_HOME=/design/flow/orfs finish
File: /design/flow/config.mk
export PLATFORM = sky130hd
export DESIGN_NAME = s_counter
export DESIGN_NICKNAME = s_counter
export VERILOG_FILES = /design/flow/design.v
export SDC_FILE = /design/flow/constraint.sdc
export NUM_CORES = 4
export LEC_CHECK = 1
export CORE_AREA = 10 10 107 107
export DIE_AREA = 0 0 117 117
File: /design/flow/constraint.sdc
current_design s_counter

set clk_period 6.2
set clk_io_pct 0.2

create_clock -name clk0 -period $clk_period [get_ports {clk}]

set non_clock_inputs [all_inputs -no_clocks]
set_input_delay [expr $clk_period * $clk_io_pct] -clock clk0 $non_clock_inputs
set_output_delay [expr $clk_period * $clk_io_pct] -clock clk0 [all_outputs]
File: /design/flow/design.v
module s_counter (clk,
                  res,
                  s_num);
    input clk,res;
    output[3:0] s_num;
    parameter freq_clk = 24;  
    reg[24:0] con_t;  
    reg s_pulse;  
    reg[3:0] s_num;
    always @(posedge clk or negedge res) begin
        if (~res)begin
            con_t   <= 0;
            s_pulse <= 0;
            s_num   <= 0;
        end
        else begin
            if (con_t == freq_clk*100-1)begin  
                con_t <= 0;
            end
            else begin
                con_t <= con_t+1;
            end
            if (con_t == 0)begin
                s_pulse <= 1;
            end
            else begin
                s_pulse <= 0;
            end
            if (s_pulse==1)begin
                if (s_num == 9)begin
                    s_num <= 0;
                end
                else begin
                    s_num <= s_num+1;
                end
            end
        end
    end
endmodule  
==> impl_metrics.csv <==
group,metric,value,unit
floorplan,die-area,13700,um^2
detailed_routing,vias,945,
floorplan,pin_count,6,
global_route,global_route.usage.total,3.74,%
critical_path,cp.arrival,1.17,ns
detailed_routing,firstDrtPassIters,4,
global_route,largest_net_degree_at_the_start_of_global_routing,31,
final_timing,setup-violations-final,0,
synthesis,yosysUniqueCellTypes,22,
finish,final_cells,256,
finish,combined_area_of_the_multi_input_logic_cells,644,um^2
clock_tree,clk_transition_reported_paths,0.06,ns
synthesis,synth_cells,132,
synthesis,synth_adder_area_share,1.76,%
finish,num-fill-cells,1015,
synthesis,xors_xnors_by_area,15.4,%
clock_tree,post_cts.repair.setup_buffers,0,
detailed_routing,n_antenna_cell,0,
clock_tree,cts_htree_levels,2,
critical_path,crit_family,"buffers and inverters",
floorplan,core-area,9200,um^2
clock_tree,cts.repair.resized,0,
critical_path,terminus_of_the_critical_flop_to_flop_path,"con_t[6]$_DFF_PN0_",
final_timing,finalClockPeriodUsage,38.9,%
synthesis,ys_sh_mux,0,%
hold_path,holdPathEnd,"con_t[24]$_DFF_PN0_",
final_timing,final-max-slew-violation-count,0,
hold_path,timing.hold.worst_path_depth,1,
floorplan,chipWidth,117,um
synthesis,top_area_share,52.8,%
critical_path,timing.setup.critical_path_class,"reg -> out",
detailed_routing,drt_wl_total,2.28,mm
finish,final_layout_size_suffix_gt1_share,10.3,%
final_timing,max_clock_freq,415,MHz
place,dpl.hpwl,1.62,mm
hold_path,hp-start,"con_t[24]$_DFF_PN0_",
synthesis,average_cell_area_after_synthesis,10.8,um^2
finish,final_core_util,18.5,%
critical_path,r2r_slack,4.26,ns
critical_path,critPathMaxFanout,6,
critical_path,timing.critical_path.buf_inv,1,
place,buffer_ports.inserted,5,
global_route,grt_pass1_wl,4.26,mm
floorplan,die-height,117,um
clock_tree,cts_inserted_buffers,5,
finish,final-seq-area,751,um^2
detailed_routing,route.detailed.vias_per_inst,3.69,
finish,final_design_area_no_fill,1710,um^2
synthesis,ys_ff,30,
power,power.density,209,nW/um^2
synthesis,synth_compound_gate_area_share,1.23,%
critical_path,cpMaxStageDelayCell,"sky130_fd_sc_hd__clkdlybuf4s50_1",
synthesis,postSynth.asyncResetShare,100,%
place,routabilityCongestion,0.787,
global_route,grt_antenna_before_repair,0,
synthesis,netlist_top_cells_count,"30 x sky130_fd_sc_hd__dfrtp_1, 13 x sky130_fd_sc_hd__xnor2_1, 12 x sky130_fd_sc_hd__nand2_1, 12 x sky130_fd_sc_hd__nor2_1, 12 x sky130_fd_sc_hd__xor2_1",
critical_path,cp_cell_sequence,"clkdlybuf4s50_1",
synthesis,synthSimpleGateAreaFrac,26.9,%
place,place_inst,248,
final_timing,setup_ws,3.79,ns
critical_path,crit_path_end_kind,"primary output",
clock_tree,cts_tree,"built",
power,irDropWorstVdd,0.0557,mV
floorplan,floorplan.rows,35,
job,cap_viol_max_count,0,
synthesis,edf_count,0,
place,placement.cell_area,1610,um^2
synthesis,postSynth.topFlopCell,"sky130_fd_sc_hd__dfrtp_1",
final_timing,final_hold_violation_count,0,
global_route,first_global_vias,949,
synthesis,logic_family_by_area,"simple AND/OR/NAND/NOR gates",
critical_path,cp-start-kind,"flip-flop",
floorplan,initCoreUtil,15.5,%
critical_path,critical_path.max_stage_delay,0.49,ns
synthesis,synth-seq-area-share,52.8,%
clock_tree,cts.sinks,30,
clock_tree,clock-root-buffer,"sky130_fd_sc_hd__clkbuf_8",
job,tool_warnings,26,
status,outcome,"finished, final reports clean",
synthesis,yosysMostFrequentCell,"sky130_fd_sc_hd__dfrtp_1",
synthesis,yosysWarnings,1,
synthesis,netlist.top_cell.by_area,"sky130_fd_sc_hd__dfrtp_1",
power,cellLeakagePower,0.705,nW
final_timing,worst_pin_slew,0.762,ns
critical_path,regToRegStartpoint,"con_t[0]$_DFF_PN0_",
critical_path,timing.reg2reg.worst_path_depth,5,
place,pre_cts_ws,4.07,ns
clock_tree,clk-insertion-delay-late,0.28,ns
synthesis,area_leaders,"sky130_fd_sc_hd__dfrtp_1 53%, sky130_fd_sc_hd__xnor2_1 8.0%, sky130_fd_sc_hd__xor2_1 7.4%, sky130_fd_sc_hd__nand2_1 3.2%, sky130_fd_sc_hd__nor2_1 3.2%",
final_timing,finalClockSkew,0.00321,ns
synthesis,ys_area,1420,um^2
final_timing,setup_repair_after_global_routing_missed_its_margin,"no",
synthesis,netlist_area,1420,um^2
synthesis,total_cells_reported_by_yosys_after_synthesis,132,
clock_tree,post_cts_hold_buffers,0,
final_timing,timing.setup.tns,0,ns
detailed_routing,detail_route.drc_violations,0,
final_timing,fin_crit,2.41,ns
clock_tree,cts-root-to-sink-buffers,2,
detailed_routing,initialDrtViolationCount,36,
global_route,global_route.overflow_total,0,
finish,syn2layout_area_growth,19.9,%
final_timing,maxSlewHeadroom,48.8,%
critical_path,req_time_crit_path,4.96,ns
detailed_routing,detail-route-antenna-nets,0,
detailed_routing,routedWlPerCell,8.89,um
hold_path,hold_class,"reg -> reg",
metal layers:
layer / GRT usage [%] / vias to the layer above / routed length, um
li1: - / 480 / -
met1: 5.03 / 446 / 1150
met2: 5.74 / 17 / 963
met3: 1.24 / 2 / 125
met4: 0.824 / 0 / 40
met5: 0 / - / 0
stage by stage:
stage | hold slack (ns) | total power [mW]
floorplan | 0.447 | 0.199
global route | 0.526 | 0.375
finish | 0.477 | 0.357
global placement | 0.470 | 0.204
detailed placement | 0.470 | 0.204
CTS | 0.482 | 0.363
flip-flops by register name, indices dropped and copies added (netlist names):
signal,count
con_t,25
s_num,4
s_pulse,1
area by class of cell:
class,count,share of cell area (%)
sequential,30,44.0
multi-input combinational,95,37.8
tap,111,8.14
clock buffer,7,5.06
timing repair buffer,6,3.37
inverter,6,1.32
clock inverter,1,0.293
cell usage in the layout, fill, tap and decap left out:
cell type	count
sky130_fd_sc_hd__a21o_1	1
sky130_fd_sc_hd__and4_1	1
sky130_fd_sc_hd__buf_4	1
sky130_fd_sc_hd__clkbuf_1	1
sky130_fd_sc_hd__clkbuf_8	6
sky130_fd_sc_hd__clkdlybuf4s50_1	5
sky130_fd_sc_hd__clkinv_2	1
sky130_fd_sc_hd__dfrtp_1	30
sky130_fd_sc_hd__ha_1	2
sky130_fd_sc_hd__inv_1	6
sky130_fd_sc_hd__nand2_1	12
sky130_fd_sc_hd__nand3_1	8
sky130_fd_sc_hd__nand3_4	1
sky130_fd_sc_hd__nand4_1	7
sky130_fd_sc_hd__nand4_4	1
sky130_fd_sc_hd__nor2_1	12
sky130_fd_sc_hd__nor2b_1	3
sky130_fd_sc_hd__nor3_1	6
sky130_fd_sc_hd__nor3_2	3
sky130_fd_sc_hd__nor3b_1	1
sky130_fd_sc_hd__nor4_1	7
sky130_fd_sc_hd__nor4b_1	1
sky130_fd_sc_hd__o21ai_0	2
sky130_fd_sc_hd__or4_4	2
sky130_fd_sc_hd__xnor2_1	13
sky130_fd_sc_hd__xor2_1	12
where the power goes:
group | switching, mW | internal [mW]
clock network | 0.0672 | 0.0893
registers | 0 | 0.196
logic | 0.00367 | 0.000965
how the worst max path moves through the flow:
stage / start / to / slack, ns / cells after the start
4_1_cts: s_num[1]$_DFFE_PN0P_ / s_num[1] / 3.76 / 1
5_1_grt: s_num[1]$_DFFE_PN0P_ / s_num[1] / 3.72 / 1
6_report: s_num[1]$_DFFE_PN0P_ / s_num[1] / 3.79 / 1
cell families (layout without fill, tap and decap cells):
group	after synthesis	count (layout)
DFF	30	30
AOI/OAI and AO/OA	3	3
xor gates and xnor gates	25	25
buffers and inverters	7	20
adders and majority gates	2	2
and+or+nand+nor	65	65
No activity file was given, so power comes from the tool's default toggle rates.
